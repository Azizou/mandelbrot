[flow/config.mk]
export PLATFORM = sky130hd
export DESIGN_NAME = vga_sync
export DESIGN_NICKNAME = vga_sync
export VERILOG_FILES = /design/flow/design.v
export SDC_FILE = /design/flow/constraint.sdc
export NUM_CORES = 4
export LEC_CHECK = 1
export CORE_AREA = 10 10 103 103
export DIE_AREA = 0 0 113 113
[flow/constraint.sdc]
current_design vga_sync

set clk_period 3.7
set clk_io_pct 0.2

create_clock -name clk0 -period $clk_period [get_ports {CLK_100MHz}]

set non_clock_inputs [all_inputs -no_clocks]
set_input_delay [expr $clk_period * $clk_io_pct] -clock clk0 $non_clock_inputs
set_output_delay [expr $clk_period * $clk_io_pct] -clock clk0 [all_outputs]
[flow/design.v]
`timescale 1ns / 1ps
module vga_sync(
	input wire CLK_100MHz, reset,display,
	output wire hsync, vsync, video_on, p_tick,
	output wire [9:0] pixel_x, pixel_y
    );
	localparam  HD = 640;
	localparam  HF = 48;
	localparam  HB = 16;
	localparam  HR = 96;
	localparam  VD = 480;
	localparam  VF = 10;
	localparam  VB = 33;
	localparam  VR = 2;
	reg [9:0] 	h_count_reg, h_count_next;
	reg [9:0] 	v_count_reg, v_count_next;
	reg 			h_sync_reg, v_sync_reg; 
	wire 			h_sync_next, v_sync_next;
	wire h_end, v_end;
	reg  [1:0]mod4_reg;
	wire  [1:0]mod4_next;
	initial begin
		mod4_reg <= 2'b0;
		h_count_reg <=0;
		v_count_reg <=0;
		h_sync_reg  <=1'b0;
		v_sync_reg  <=1'b0;
	end
	always@(posedge CLK_100MHz, posedge reset)
		if(reset)
			begin
				mod4_reg <= 2'b0;
				h_count_reg <=0;
				v_count_reg <=0;
				h_sync_reg  <=1'b0;
				v_sync_reg  <=1'b0;
			end
		else
			begin
				if(display)
				begin
					mod4_reg <= mod4_next;
					h_count_reg <= h_count_next;
					v_count_reg <= v_count_next;
					h_sync_reg  <= h_sync_next;
					v_sync_reg  <= v_sync_next;
				end
			end
	assign mod4_next = (mod4_reg + 1);
	assign pixel_tick = mod4_reg[1];
	assign h_end = (h_count_reg == (HD + HF + HR + HB - 1));
	assign v_end = (v_count_reg == (VD + VF + VR + VB - 1));
	always @(*)
		if(pixel_tick & display)
			if(h_end)
				h_count_next = 0;
			else
				if(mod4_reg == 2'b11)
					h_count_next = h_count_reg + 1;
				else
					h_count_next = h_count_reg;
		else
			h_count_next = h_count_reg; 
	always @(*)
		if(pixel_tick & h_end & display)
			if(v_end)
				v_count_next = 0;
			else
				v_count_next = v_count_reg + 1;
		else
			v_count_next = v_count_reg;
	assign h_sync_next = (h_count_reg >= (HD + HB) && h_count_reg <= (HD + HB + HR - 1));
	assign v_sync_next = (v_count_reg >= (VD + VB) && v_count_reg <= (VD + VB + VR - 1));
	assign video_on = (h_count_reg < HD) && (v_count_reg < VD);
	assign hsync = h_sync_reg;
	assign vsync = v_sync_reg;
	assign pixel_x = h_count_reg;
	assign pixel_y = v_count_reg;
	assign p_tick = pixel_tick;
endmodule
[flow/run.sh]
#!/bin/bash
# OpenROAD 26Q1-2900-gdf79404cd8, Yosys 0.63+post, stock flow scripts
make -C /OpenROAD-flow-scripts/flow DESIGN_CONFIG=/design/flow/config.mk WORK_HOME=/design/flow/orfs finish
==> results.py <==
# Generated from Yosys and OpenROAD reports
metrics = {
    "status": {
        "status": "completed",
    },
    "setup_path": {
        "cp-start-kind": "primary input",
        "cp.required_ns": 3.86,
        "endpoint_kind": "register",
        "path_class": "in2reg",
        "arrival_ns": 2.71,
        "crit_fanout": 18,
    },
    "clocking": {
        "numCtsBuffers": 3,
        "clk_path_buf_depth": 2,
        "insertion_delay_ns": 0.27,
        "clk_pin_slew_ns": 0.09,
        "post_cts_resized": 0,
        "cts_root_buf": "clkbuf_8",
        "cts.sinks": 24,
        "cts.hold.buffers_added": 0,
        "htreeDepth": 1,
        "cts_tree": "yes",
        "cts_setup_buffers": 0,
    },
    "die": {
        "core-area_sq_um": 8300,
        "ios": 27,
        "die_h_um": 113,
        "fp-utilization_pct": 16.1,
        "rows": 33,
        "die_w_um": 113,
        "chipArea_sq_um": 12800,
    },
    "global_routing": {
        "grt_first_pass_wirelength_mm": 5.70,
        "first_global_vias": 1057,
        "antenna_found_initial": 0,
        "grt-ovfl-total": 0,
        "track_usage_pct": 5.24,
        "grt_max_degree": 25,
    },
    "placed_design": {
        "dp_hpwl_mm": 2.52,
        "portBuffers": 26,
        "place_ws_ns": 0.889,
        "place.gp.congestion": 0.798,
    },
    "yosys": {
        "avgSynthCellArea_sq_um": 10.0,
        "post_synth_num_cell_types": 34,
        "post-synth-top-area-cell": "dfrtp_1",
        "synth-warning-count": 2,
        "topCellsByArea": "dfrtp_1 (45%), ha_1 (7.5%), xnor2_1 (4.6%), nand4_1 (3.8%), xor2_1 (3.3%)",
        "synth_cells": 133,
        "ys_seq_share_pct": 45.1,
        "ys_area_sq_um": 1330,
        "yosysCellCount": 133,
        "yosys_register_bits": 24,
        "syn_area_sq_um": 1330,
        "synthDominantCellAreaShare_pct": 45.1,
    },
    "layout": {
        "drive_gt1_share_pct": 8.02,
        "nFillCells": 877,
        "syn_to_final_growth_pct": 34.3,
    },
    "job": {
        "warning_count": 31,
        "drv_cap": 0,
    },
    "timing": {
        "setup_slack_ns": 1.15,
        "finalClockPeriodUsage_pct": 69.0,
        "skew_ns": 0.00995,
        "hold_viol": 0,
        "rsz0062_at_grt": "no",
        "relSlewSlack_pct": 40.9,
        "fin_crit_ns": 2.55,
        "fmax_mhz": 392,
        "drv_slew": 0,
        "finalSetupTns_ns": 0,
        "worst_pin_slew_ns": 0.879,
        "setup_viol": 0,
    },
    "drt": {
        "routed-via-count": 1064,
        "routedWlPerCell_um": 12.5,
        "ant_nets": 0,
        "n_antenna_cell": 0,
        "wl_mm": 3.33,
        "drtPass1Iterations": 4,
        "drt_iter0_drc": 79,
        "via_per_inst": 3.99,
        "drc_errors": 0,
    },
    "power": {
        "power_uw": 730,
        "ir_drop_uv": 190,
        "p_leak_uw": 0.000782,
        "powerDensity_nw_per_um2": 408,
    },
    "min_path": {
        "hp-class": "reg2reg",
    },
}
## per-stage QoR
| stage | std cells | hold WS, ns | util [%] | area [sq um] |
|---|---|---|---|---|
| after floorplan | 133 | 0.442 | - | 1330 |
| after global placement | 263 | 0.456 | 20.7 | 1720 |
| after detailed placement | 263 | 0.462 | 20.7 | 1720 |
| after CTS | 267 | 0.476 | 21.6 | 1790 |
| after global routing | 267 | 0.502 | 21.6 | 1790 |
| final | 267 | 0.480 | 21.6 | 1790 |
## area by class of cell
type | count | area [sq um] | share of cell area [%]
timing repair buffer | 29 | 283 | 15.8
clock buffer | 3 | 41.3 | 2.31
tap | 105 | 131 | 7.34
clock inverter | 1 | 30.0 | 1.68
sequential | 24 | 601 | 33.6
multi-input combinational | 94 | 662 | 37.0
inverter | 11 | 41.3 | 2.31
## worst paths after layout
check                                           start                          to  slack (ns)  cells after the start
max                                           display  v_count_reg[8]$_DFFE_PP0P_        1.15                      5
min                           mod4_reg[0]$_DFFE_PP0P_     mod4_reg[0]$_DFFE_PP0P_        0.48                      1
max reg2reg                h_count_reg[0]$_DFFE_PP0P_  v_count_reg[8]$_DFFE_PP0P_        1.66                      5
min reg2reg                   mod4_reg[0]$_DFFE_PP0P_     mod4_reg[0]$_DFFE_PP0P_        0.48                      1
max in group asynchronous                       reset      h_sync_reg$_DFFE_PP0P_        2.63                      3
min in group asynchronous                       reset  v_count_reg[5]$_DFFE_PP0P_        0.83                      3
## synthesized netlist by cell type (all sizes together)
cell type and n:
ha 8, xnor2 7, nand3 7, nand2 11, nand3b 2, o31ai 2
o32ai 1, o21ai 6, and3b 1, a31oi 2, nor2 8, buf 4
nand2b 1, o22ai 1, nor3 5, nor4 4, and3 5, dfrtp 24
a41oi 1, a21oi 1, or3 2, mux2i 1, nand4bb 1, inv 11
nor2b 1, xor2 5, nand4 8, a21boi 1, mux2 2
## power breakdown
part           switching (uW)  leakage, uW  internal (uW)
combinational            58.9     0.000443           91.3
clock                    84.7    0.0000357            145
sequential               53.8     0.000304            297
## metal layers
layer  up-vias  track usage, %  routed length [um]
met5         -               0                   0
met1       511            6.81                1460
li1        523               -                   -
met4         0            1.27                  89
met2        24            8.14                1550
met3         6            1.87                 224
## cell usage in the layout, fill, tap and decap left out, types with 2 or more instances in the layout
cell type / n
a31oi_1: 2
and3_1: 5
buf_4: 3
clkbuf_8: 3
clkdlybuf4s50_1: 26
dfrtp_1: 24
ha_1: 8
inv_1: 11
mux2_2: 2
nand2_1: 9
nand2_2: 2
nand3_1: 7
nand4_1: 8
nor2_1: 8
nor3_1: 5
nor4_1: 3
o21ai_0: 6
o31ai_1: 2
or3_1: 2
xnor2_1: 7
xor2_1: 5
## kinds of logic (layout without fill, tap and decap cells)
kind of cell,count (synthesis),in the layout,synth area share (%)
AOI/OAI and AO/OA,15,15,7.04
muxes,3,3,2.44
adders and majority gates,8,8,7.51
xor gates and xnor gates,12,12,7.89
buffers and inverters,15,44,5.26
and+or+nand+nor,56,56,24.8
DFF,24,24,45.1
## critical path, stage by stage
cell and delay (ns):
clkdlybuf4s50_1 0.65, nand2_2 0.11, nor4_4 0.81, nand4_1 0.23, xnor2_1 0.18
Power figures rest on the tool's default switching activity, not on a simulated workload.
