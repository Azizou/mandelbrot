===== /design/flow/design.v =====
`timescale 1ns / 1ps
module diverge(
input Clk,
input wire [15:0]x, 
input wire [15:0]y,
output reg[7:0]ret,
output reg [9:0]pixelCount
    );
reg [15:0]xVal;
reg [15:0]yVal;
reg [15:0]xTemp;
reg [15:0]yTemp;
reg diverge;
reg [7:0]divVal;
reg [31:0]squareSum;
reg [7:0]count;
always @(posedge Clk) begin
	if(~diverge) begin
		if(count == 8'd0) begin
			xVal <= x;
			yVal <= y;
			diverge <= 0;
			pixelCount<=pixelCount+1;
			ret <= 8'd0;
		end
		else begin
			xTemp <= (xVal*xVal - yVal*yVal);
			yTemp <= (2*xVal*yVal);
			xVal <= xTemp;
			yVal <= yTemp;
		end
		squareSum <= xVal*xVal + yVal*yVal;
		if(squareSum > 4) begin
			ret <= count;
			pixelCount<=pixelCount+1;
			diverge <= 1;
		end
		else begin
			count <= count+1;
		end
	end
end
endmodule

===== /design/flow/run.sh =====
#!/bin/bash
# OpenROAD 26Q1-2900-gdf79404cd8, Yosys 0.63+post, stock flow scripts
make -C /OpenROAD-flow-scripts/flow DESIGN_CONFIG=/design/flow/config.mk WORK_HOME=/design/flow/orfs finish

===== /design/flow/config.mk =====
export PLATFORM = sky130hd
export DESIGN_NAME = diverge
export DESIGN_NICKNAME = diverge
export VERILOG_FILES = /design/flow/design.v
export SDC_FILE = /design/flow/constraint.sdc
export NUM_CORES = 4
export LEC_CHECK = 1
export CORE_UTILIZATION = 40

===== /design/flow/constraint.sdc =====
current_design diverge

set clk_period 10.7
set clk_io_pct 0.2

create_clock -name clk0 -period $clk_period [get_ports {Clk}]

set non_clock_inputs [all_inputs -no_clocks]
set_input_delay [expr $clk_period * $clk_io_pct] -clock clk0 $non_clock_inputs
set_output_delay [expr $clk_period * $clk_io_pct] -clock clk0 [all_outputs]

==> results_dict.tcl <==
# collected from the flow reports
set metrics [dict create \
    viasPerCell 4.75 \
    cellPowerDensity_nw_per_um2 39.9 \
    initialDrtViolationCount 617 \
    fin_crit_sh_pct 84.5 \
    tns_ns 0 \
    synthAoiAreaFrac_pct 3.33 \
    die_area_um2 67400 \
    p_leak_nw 14.5 \
    totalWireLength_mm 60.7 \
    synth-edff-count 121 \
    yosys_warnings 1 \
    maxSlewHeadroom_pct 24.8 \
    openroad.warnings 51 \
    top_cells_by_area "fa_1 (41%), ha_1 (15%), edfxtp_1 (14%)" \
    coreArea_um2 65700 \
    cp_num_cells 24 \
    crit_family "adder cells" \
    maxCapViolCount 0 \
    ys_sh_xor_pct 4.35 \
    critPathMaxFanout 13 \
    grt_overflow_total 0 \
    crit_chain "clkinv_1 -> nor2_1 -> inv_1 -> ha_1 -> ha_1 -> nor2_1 -> fa_1 -> fa_1 -> fa_1 -> inv_1 -> fa_1 -> fa_1 -> fa_1 -> inv_1 -> fa_1 -> inv_1 -> ha_1 -> nand4_1 -> or3_1 -> nor3_1 -> o211ai_1 -> a21oi_1 -> a311oi_1 -> o311ai_1" \
    clockBufferDepth 2 \
    synthMuxAreaShare_pct 1.52 \
    drc_errors 0 \
    arrival_ns 9.29 \
    fp.dieW_um 260 \
    hold_class "reg -> reg" \
    synthDistinctLibCells 55 \
    top_area_share_pct 41.2 \
    worstHoldPathCells 1 \
    fmax_ghz 0.111 \
    ys_sh_adder_pct 56.0 \
    fin_worst_skew_ns 0.0159 \
    grtUsageTotal_pct 20.9 \
    vdd_drop_max_v 0.000111 \
    grt_pass1_vias 19099 \
    cts_buffers 17 \
    die_h_um 260 \
    holdBufCountCts 0 \
    ys.flop_type "edfxtp_1" \
    worstRegToRegCells 24 \
    synth.cellmix.simpleShare_pct 9.30 \
    antenna_cells 0 \
    clockPowerShare_pct 53.1 \
    maxSlewViolCount 0 \
    clk_pin_slew_ns 0.06 \
    timing.hold.ws_ns 0.546 \
    synth-seq-area-share_pct 13.8 \
    syn_inst 2623 \
    wl_per_cell_um 17.2 \
    critPathMaxStageDelay_ns 0.91 \
    rows 94 \
    gp_congestion 0.936 \
    io_pins 51 \
    cp-start-kind "flop" \
    grt_max_degree 42 \
    area_growth_pct 8.17 \
    synthArstFlopShare_pct 0 \
    drt_first_pass_iters 5 \
    port_buffers 50 \
    path_common_cell "fa_1" \
    logic_family "adder cells" \
    cts_resized 0 \
    cts_tree "done" \
    insertion_delay_ns 0.43 \
    top_area_cell "fa_1" \
    end_kind "flop" \
    switching_share_pct 22.3 \
    fp_util_pct 40.4 \
    netlist_area_um2 26500 \
    pwr-share-seq_pct 45.3 \
    setup_violations 0 \
    num_vias 16743 \
    fillers 6013 \
    synth.avg_cell_area_um2 10.1 \
    status "finished clean" \
    postRouteAntennaNets 0 \
    ys_cells 2623 \
    path_buffers 5 \
    path_class "reg -> reg" \
    synth_flop_count 122 \
    drive_above_1_share_pct 4.36 \
    final_hold_viol_count 0 \
    cts_setup_buffers 0 \
    cts.sinks 122 \
    period_needed_ns 9.04 \
    switchingPower_mw 0.256 \
    rsz0062_at_grt "false" \
    antenna_found_initial 0 \
    grt_first_pass_wirelength_mm 101 \
    cts.htree.levels 4 \
    worst_slew_pin_slew_ns 1.13 \
    required_ns 10.94 \
    slowest_stage "edfxtp_1" \
    cts_root_buf "clkbuf_16" \
    yosysChipArea_um2 26500 \
    comb_power_share_pct 1.6 \
    p_int_mw 0.891 \
    dpl.hpwl_mm 49.5 \
]
kinds of logic after synthesis:
| logic type | Yosys count |
|---|---|
| buffers and inverters | 826 |
| xor gates and xnor gates | 132 |
| DFF | 122 |
| AOI/OAI and AO/OA | 129 |
| and+or+nand+nor | 517 |
| muxes | 36 |
| adders and majority gates | 861 |
worst paths after layout:
kind	slack (ns)	endpoint	start
setup / recovery	1.66	squareSum[29]	yVal[12]
hold / removal	0.55	xVal[14]	xTemp[14]
setup reg to reg	1.66	squareSum[29]	yVal[12]
hold reg to reg	0.55	xVal[14]	xTemp[14]
worst reg2reg max path, stage by stage, from the launching register on:
cell      delay (ns)
edfxtp_1        0.91
clkinv_1        0.73
nor2_1          0.35
inv_1           0.11
ha_1            0.34
ha_1            0.21
nor2_1          0.14
fa_1            0.45
fa_1            0.40
fa_1            0.54
inv_1           0.05
fa_1            0.55
fa_1            0.43
fa_1            0.52
inv_1           0.06
fa_1            0.47
inv_1           0.04
ha_1            0.39
nand4_1         0.15
or3_1           0.35
nor3_1          0.56
o211ai_1        0.25
a21oi_1         0.33
a311oi_1        0.22
o311ai_1        0.31
per-stage QoR:
stage | power [mW] | utilization [%] | instance area (um^2) | setup slack [ns] | cells
floorplan | 0.534 | - | 26500 | 3.46 | 2623
global placement | 0.548 | 42.7 | 28100 | 1.82 | 3495
detailed placement | 0.548 | 42.7 | 28100 | 1.75 | 3495
CTS | 1.16 | 43.7 | 28700 | 1.70 | 3527
global route | 1.18 | 43.7 | 28700 | 1.09 | 3527
finish | 1.15 | 43.7 | 28700 | 1.66 | 3527
synthesized netlist by cell type (5+ instances only):
master / number
nor4_1: 8
a211oi_1: 6
nand3_1: 16
a21oi_1: 31
xnor2_1: 102
and2_1: 130
nor2_1: 99
o21a_1: 6
o21ai_0: 16
and3_1: 5
or2_2: 8
a21o_1: 25
nand4_1: 7
o211ai_1: 6
buf_1: 7
edfxtp_1: 121
inv_1: 749
clkbuf_1: 65
o21bai_1: 8
mux2_2: 34
nand2_1: 195
nor3_1: 18
nor2b_1: 17
fa_1: 546
ha_1: 315
xor2_1: 30
registers in the layout (all words and copies together), names as in the netlist:
signal and cells:
pixelCount 10, xTemp 16, xVal 16, yTemp 15, yVal 16, diverge 1
ret 8, count 8, squareSum 32
cells in the final DEF (no fill, tap or decap), drive strengths merged, types with 6 or more instances in the layout:
cell,netlist,routed
o211ai,6,6
clkbuf,65,17
nand3,16,16
xnor2,102,102
o21ai,16,16
clkdlybuf4s50,0,50
mux2,34,34
nand4,7,7
a21o,26,26
inv,750,761
fa,546,546
nand2,195,195
a211oi,6,6
edfxtp,121,121
nor3,18,18
o21bai,8,8
xor2,30,30
nor2b,17,17
nor4,8,8
and2,130,130
o21a,6,6
ha,315,315
or2,8,8
buf,9,32
nor2,99,99
a21oi,31,31
cell type report:
type                    instances  area (um^2)  area share [%]
clock inverters                15          191           0.667
inverters                     752         2820            9.83
clock buffers                  17          425            1.48
multi-input cells            1675        19800            69.0
flip-flops and latches        122         3650            12.7
repair buffers                 82          741            2.58
well taps                     864         1080            3.76
layer usage:
metal | track usage, % | vias up | share of wire, %
li1 | - | 7877 | -
met1 | 27.4 | 8284 | 39
met2 | 32.5 | 521 | 47
met3 | 10.7 | 61 | 11
met4 | 3.89 | 0 | 2.5
met5 | 0 | - | 0
power by group through the flow:
stage / combinational (mW) / clock, mW / sequential (mW)
finish: 0.0186 / 0.609 / 0.519
global route: 0.0199 / 0.645 / 0.519
CTS: 0.0189 / 0.626 / 0.519
No activity file was given, so power comes from the tool's default toggle rates.
